==> run.sh <==
#!/bin/bash
# OpenROAD 26Q1-2900-gdf79404cd8, Yosys 0.63+post, stock flow scripts
make -C /OpenROAD-flow-scripts/flow DESIGN_CONFIG=/design/flow/config.mk WORK_HOME=/design/flow/orfs finish
==> config.mk <==
export PLATFORM = sky130hd
export DESIGN_NAME = microwave
export DESIGN_NICKNAME = microwave
export VERILOG_FILES = /design/flow/design.v
export SDC_FILE = /design/flow/constraint.sdc
export NUM_CORES = 4
export LEC_CHECK = 1
export CORE_AREA = 10 10 70 70
export DIE_AREA = 0 0 80 80
==> constraint.sdc <==
current_design microwave

set clk_period 1.9
set clk_io_pct 0.2

create_clock -name clk0 -period $clk_period [get_ports {clk}]

set non_clock_inputs [all_inputs -no_clocks]
set_input_delay [expr $clk_period * $clk_io_pct] -clock clk0 $non_clock_inputs
set_output_delay [expr $clk_period * $clk_io_pct] -clock clk0 [all_outputs]
==> design.v <==
module microwave(clk, sys_reset, reset, closeDoor, starOven, done, States);
	input clk, sys_reset;
	input reset, closeDoor, starOven, done;
	reg Start, Close, Heat, Error;
	output reg [3:0] States;
	always @ (posedge clk) begin
		if (sys_reset == 1'b1) begin
			{Start, Close, Heat, Error} <= 4'b0000;
		end
		else begin
			case ({Start, Close, Heat, Error})
		 		4'b0000:
	 				if (closeDoor) {Start, Close, Heat, Error} <= 4'b0100;
					else if (starOven) {Start, Close, Heat, Error} <= 4'b1001;
				4'b1001:
					if (closeDoor) {Start, Close, Heat, Error} <= 4'b1101;
				4'b1101:
					if (~closeDoor){Start, Close, Heat, Error} <= 4'b1001;
					else if (reset) {Start, Close, Heat, Error} <= 4'b0100;
				4'b0100:
					if (~closeDoor){Start, Close, Heat, Error} <= 4'b0000;
					else if (starOven) {Start, Close, Heat, Error} <= 4'b1100;
				4'b1100: {Start, Close, Heat, Error} <= 4'b1110;
				4'b1110: {Start, Close, Heat, Error} <= 4'b0110;
				4'b0110:
					if (~closeDoor){Start, Close, Heat, Error} <= 4'b0000;
					else if (done) {Start, Close, Heat, Error} <= 4'b0100;
				default: {Start, Close, Heat, Error} <= 4'b0000;
			endcase
		end
	end
	always @ (*) begin
		States = {Start, Close, Heat, Error};
	end
endmodule  
==> summary.txt <==
The following summarizes the physical implementation.

Synth
The tally of yosys warning messages is 1. Ranked by total cell area, the synthesized netlist is headed by dfxtp_1, buf_4, a21oi_1, nand3b_1, a211oi_2. The area figure in the yosys stat output is 318 um^2. The synthesized design spends more area on one cell type than any other, namely dfxtp_1. In the synthesized netlist the dominant register cell turns out to be dfxtp_1.

The portion of synthesized cell area occupied by the leading cell type is 25.2%. In this run, distinct cell masters in the synthesized netlist total 24. The fraction of registers with async set or reset after synthesis is 0%. Counting flops with a built-in enable in the synthesized netlist gives 0.

The count of instantiated cells in the yosys netlist is 37. Counting instances in the post-synthesis netlist gives the leading cell types as a21oi_1, buf_4, dfxtp_1. The synthesized instance count is 37. The total standard cell area after synthesis is 318 um^2.

Per the post-synthesis stats, the area per cell is 8.59 um^2. The sequential cell area fraction in the yosys report is 25.2%. Yosys reported a register bit count of 4.

Worst setup path
The endpoint of the lowest-slack register-to-register path is Close$_SDFFE_PP0P_. The arrival time of data at the worst endpoint is listed as 1.90 ns. STA shows the worst reg2reg path with a cell count of 4.

Per the timing report, the most critical flop-to-flop path originates at Close$_SDFFE_PP0P_. The reg-to-reg setup timing slack is 0.31 ns. Among all stages on the critical path, the maximum delay recorded is 0.57 ns.

The classification of the worst setup path is primary input to flip-flop. The critical path endpoint has a required time of 2.05 ns. STA classifies the critical path endpoint as a flip-flop. Per the STA report, the cell with the highest stage delay on the worst path is or4b_1. Counting both buffers and inverters, the worst setup path holds a total of 1. The signal on the critical path passes through clkdlybuf4s50_1 > nand2_1 > or4b_1 > and3_4 > a211oi_2. The critical path maximum fanout is 4. STA classifies the critical path startpoint as a primary input. The kind of cell with the highest combined delay along the critical path is simple AND/OR/NAND/NOR gates.

Power and ir drop
Dividing total power by cell area gives a power density of 626 nW/um^2. Total power for the finished layout comes to 0.294 mW. The worst ir drop on vdd is 0.146 mV.

The leakage dissipation is 0.149 nW.

Finish
The area growth from synthesis to final layout is 47.6%. The post-route utilization of the core is recorded as 13.7%. Registers take 80.1 um^2. After routing the design area is 469 um^2.

The multi-input combinational cell area is 193 um^2. After filler insertion, the fill cell instance count of the layout stands at 398. Excluding fillers, the count of instances in the completed layout stands at 93. Of the cells placed in the final design, the portion with a size suffix greater than 1 is 21.3%.

Global routing
For this run, global-route usage on met3 was measured as 0.795%. The total routing resource utilization after global routing is 2.48%. The number of global-route vias before repair was 311. The first global-routing pass estimated 1.32 mm of wire. The largest net degree at the start of global routing is 12. Recorded from the global router log, the overflow total was 0. Global routing consumed, on the met2 layer, 4.49% of the routing resources. The number of antenna violations at the first check in global routing is 0. The met1 routing resource usage after global routing is 2.79%. The global routing's busiest layer is met2.

Clocking
CTS reports a maximum clock tree buffer depth of 2. The clock-pin slew of the registers on the worst-case setup and hold paths is 0.04 ns. The number of setup buffers added after CTS is 0. Looking at the clock tree report, the root buffer type is clkbuf_4.

Per the skew report, the later register of the worst-skew pair sees a clock latency of 0.23 ns. The CTS buffer count is 3. The TritonCTS clock tree is yes. Buffers inserted to repair hold after CTS numbered 0. The post-cts sizing count is 0.

The clock net in this run drives a total of 4 sinks. CTS built an H-tree with a depth of 1.

Routing
In this run the remaining antenna-violating nets after routing total 0. The pre-antenna-repair detailed-routing pass consisted of 4 iterations. The aggregate routed wire length is 800 um. The number of vias per cell after detailed routing is 3.35. The antenna diode count is 0. Per the log, the first TritonRoute iteration ended with a DRC count of 36. The final route contains 312 vias. After detailed routing, the average wire length per cell comes to 8.60 um. After detailed routing, the number of remaining DRC violations is 0.

Place
Before CTS, the worst setup slack after placement is -0.0801 ns. Once detailed placement completed, the half-perimeter wirelength came to 663 um. The placement-stage cell area is 447 um^2. The global placement routability congestion is 0.854. The count of input and output buffers is 9. The number of instances in the placed design is 90.

STA
The max-slew headroom at the worst pin is 80.4%. Setup repair after global routing left no endpoint under its margin. OpenROAD reports that the post-layout worst path occupies 91.9% of the period. The pin slew with the least headroom to its limit is 0.294 ns. Between clock sinks in the finished design, the worst skew comes to 0.00292 ns. The minimum clock period after layout is 1.75 ns. Pins over their slew limit in the final report were tallied at 0. The setup-violating endpoint count in the final report is 0.

The number of hold violations in the final report is 0. In the post-route analysis, the smallest setup slack over all paths is 0.154 ns. The maximum achievable frequency is 0.573 GHz.

Die
The die extent in x is 80 um. In this run the count of I/O pins placed on the die edge is 10. According to the floorplan report, the die height is 80 um.

The row count is 21. After floorplanning, the die was sized to cover 6400 um^2. The area of the core is 3420 um^2.

The floorplan-stage core utilization is 9.30%.

Flow run
In this run the tools logged warnings totalling 25. Per the run summary, max-cap violations total 0.

Worst hold path
Note that the worst hold path type here is flip-flop to flip-flop. The critical hold path startpoint is Start$_SDFFE_PP0P_. The number of instances on the worst hold path is 2. The destination of the worst hold path is Heat$_SDFFE_PP0P_.

Run status
The flow ran to the end, and the final reports show no timing, DRC or antenna violations.
flip-flops by register name, summed over array words and instances (netlist names):
register	count
Close	1
Heat	1
Start	1
Error	1
worst register-to-register path, cell delays in order (launching register included):
cell and delay (ns):
dfxtp_1 0.48, nand2_1 0.13, or4b_1 0.57, and3_4 0.18
a211oi_2 0.15
worst max path at each step:
stage,start,endpoint,depth (start not counted)
4_1_cts,closeDoor,Close$_SDFFE_PP0P_,5
5_1_grt,closeDoor,Close$_SDFFE_PP0P_,5
6_report,closeDoor,Close$_SDFFE_PP0P_,5
power by group:
part	internal, mW	switching, mW
registers	0.0922	0.0153
logic	0.0564	0.0294
clock network	0.0703	0.0301
total	0.219	0.0748
layout make-up:
| class | count | area share (%) |
|---|---|---|
| Inverter | 1 | 0.800 |
| Clock buffer | 3 | 4.80 |
| Timing Repair Buffer | 12 | 24.0 |
| Sequential cell | 4 | 17.1 |
| Tap cell | 46 | 12.3 |
| Multi-Input combinational cell | 27 | 41.1 |
cell usage in the layout (no fill, tap or decap), types with 2 or more instances in the layout:
cell	synthesis	final
a21oi_1	4	4
buf_4	4	3
clkbuf_4	0	3
clkdlybuf4s50_1	0	9
dfxtp_1	4	4
nand2_1	2	2
nand3_1	2	2
nand3b_1	2	2
o21ai_0	2	2
logic make-up after synthesis:
kind of cell | Yosys count | synth area share (%)
and+or+nand+nor | 13 | 28.0
DFF | 4 | 25.2
AOI/OAI and AO/OA | 14 | 32.7
buffers and inverters | 6 | 14.2
through the flow:
step,hold slack (ns),setup TNS (ns)
3_3_place_gp,0.560,-0.0611
4_1_cts,0.573,0
6_report,0.567,0
2_1_floorplan,0.445,0
5_1_grt,0.617,0
3_5_place_dp,0.569,-0.0801
metal layers:
| layer | vias to the layer above | wire length, um |
|---|---|---|
| met5 | - | 0 |
| met3 | 0 | 58 |
| met4 | 0 | 0 |
| li1 | 158 | - |
| met2 | 11 | 401 |
| met1 | 143 | 340 |
No activity file was given, so power comes from the tool's default toggle rates.
